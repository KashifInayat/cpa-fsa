==> ./design.v <==
module compressor_3_2_group(in1, in2, in3, s, c);
  parameter GRP_WIDTH=32;
  input [GRP_WIDTH-1:0] in1, in2, in3;
  output [GRP_WIDTH-1:0] s, c;
  compressor_3_2 compress[GRP_WIDTH-1:0](in1, in2,in3, s, c);
endmodule
module compressor_3_2(in1, in2, in3, s, c);
  input in1, in2, in3;
  output s,c;
  assign c = (in1 & in2) | (in2 & in3) | (in3 & in1); 
  assign s = (in1 & in2 & in3) | (in1 & ~in2 & ~in3) |
                                 (~in1 & in2 & ~in3) |
                                 (~in1 & ~in2 & in3);
endmodule
==> ./run.sh <==
#!/bin/bash
# OpenROAD 26Q1-2900-gdf79404cd8, Yosys 0.63+post, stock flow scripts
make -C /OpenROAD-flow-scripts/flow DESIGN_CONFIG=/design/flow/config.mk WORK_HOME=/design/flow/orfs finish
==> ./config.mk <==
export PLATFORM = sky130hd
export DESIGN_NAME = compressor_3_2_group
export DESIGN_NICKNAME = compressor_3_2_group
export VERILOG_FILES = /design/flow/design.v
export SDC_FILE = /design/flow/constraint.sdc
export NUM_CORES = 4
export LEC_CHECK = 1
export CORE_AREA = 10 10 101 101
export DIE_AREA = 0 0 111 111
==> ./constraint.sdc <==
current_design compressor_3_2_group

set clk_period 1.2
set clk_io_pct 0.2

create_clock -name clk0 -period $clk_period

set non_clock_inputs [all_inputs -no_clocks]
set_input_delay [expr $clk_period * $clk_io_pct] -clock clk0 $non_clock_inputs
set_output_delay [expr $clk_period * $clk_io_pct] -clock clk0 [all_outputs]
==> results.toml <==
# yosys + openroad results
[run_status]
outcome = "finished, violations left"
failed_checks = "negative setup slack"

[synth]
yosysWarnings = 0
synth_stat.cells = 96
top_cell = "buf_4"
ys_top_cells_by_count = "64 x buf_4, 32 x fa_1"
yosysTopAreaCell = "fa_1"
avgSynthCellArea_um2 = 11.7
netlist_instances = 96
top_area_frac = 0.571
ys_seq_share = 0
top_cells_by_area = "fa_1 57%, buf_4 43%"
netlist_area_um2 = 1120
synth.distinct_cells = 2
yosys_area_um2 = 1120

[routing]
avgRoutedWirePerCell_um = 14.1
drcViolationCount = 0
drt.antenna.violating_nets = 0
drt_pass1_iterations = 2
diodes = 0
vias = 921
wl_um = 4180
drt_iter0_markers = 7
vias_per_cell = 3.10

[flow_run]
warnings = 34
cap_violations = 0

[pwr]
intPower_uw = 462
power.share.clock = 0
p_sw_uw = 196
p_leak_uw = 0.000973
netSwitchingFraction = 0.298
power_frac_seq = 0
pwr_density_cell_nw_per_um2 = 324
share_comb_of_total_power = 1.000
irDropWorstVdd_uv = 93.6

[cells_and_area]
final_area_um2 = 2030
drive_above_1_share = 0.760
ff_count = 0
clkbuf_count = 0
final_util = 0.250
flop_area_um2 = 0
area_growth_pct = 81.3

[final_timing]
setup_viol = 15
grt_setup_unrepaired = "true"
hold_slack_ns = 0.774
hold_viol_final = 0
fmax_ghz = 0.818
timing.final.crit_share = 1.02
period_needed_ns = 1.22
setup_slack_ns = -0.0222
max_slew_margin = 0.946
setup-tns-final_ns = -0.0897
tightest_slew_ns = 0.0806
slew_violations = 0

[critical_path]
cp.required_ns = 0.96
slowest_delay_ns = 0.55
crit_family = "adder cells"
crit_fanout = 1
cp.arrival_ns = 0.98
cp_cell_sequence = "buf_6 > fa_2 > buf_2"
cp.buffers_inverters = 2
cp-start-kind = "primary input"
path_class = "in -> out"
cp_slowest_cell = "fa_2"
endpoint_kind = "primary output"

[global_routing]
grtUsageTotal = 0.0646
gr-total-overflow = 0
antenna_found_initial = 0
grt_max_degree = 2
first_global_vias = 1119
grt_pass1_wl_um = 6510

[placed_design]
placed_area_um2 = 2370
gp_congestion = 0.761
dp_hpwl_um = 4040
place.port_buffers = 160

[die]
coreArea_um2 = 8130
floorplan.core_util = 0.138
die_area_um2 = 12300
ioPinCount = 160
rows = 33
fp.dieH_um = 111
die_w_um = 111

[cts]
cts_setup_buffers = 0
hold_buffers = 0

[hold_path]
hold_path.class = "in -> out"
[per-layer routing]
| metal | vias up | GRT usage | part of all wire | wire length, µm |
|---|---|---|---|---|
| met1 | 438 | 0.0672 | 0.30 | 1260 |
| met4 | 0 | 0 | 0 | 0 |
| met2 | 67 | 0.121 | 0.57 | 2370 |
| li1 | 416 | - | - | - |
| met5 | - | 0 | 0 | 0 |
| met3 | 0 | 0.0312 | 0.13 | 558 |
[repair_timing]
action                     CTS  global route
setup endpoints to repair   64            39
pin swaps                   32            15
resized                    574            19
[power groups by stage]
stage	sequential [µW]	combinational (µW)	clock [µW]
6_report	0	658	0
5_1_grt	0	772	0
4_1_cts	0	660	0
[cell usage in the layout, fill, tap and decap left out]
master	n
clkdlybuf4s15_1	20
fa_2	15
dlygate4sd2_1	9
fa_1	17
buf_6	46
clkbuf_2	1
buf_2	84
[layout make-up]
class	instances	area [µm²]
fill	874	6100
multi-input combinational	32	678
tap	105	131
timing repair buffer	160	1220
[stage by stage]
| stage | setup WS, ns | cells | power, µW |
|---|---|---|---|
| 2_1_floorplan | 0.120 | 96 | 392 |
| 3_3_place_gp | -0.742 | 297 | 957 |
| 3_5_place_dp | -0.748 | 297 | 966 |
| 4_1_cts | -0.0235 | 297 | 660 |
| 5_1_grt | -0.0440 | 297 | 772 |
| 6_report | -0.0222 | 297 | 658 |
[cells by family (layout without fill, tap and decap cells)]
kind of cell  count (synthesis)  count (layout)  share of synthesized area
buf+inv                      64             160                      0.429
fa+ha+maj                    32              32                      0.571
[worst paths after layout]
kind  startpoint     to  slack (ns)  depth (start not counted)
max       in1[0]   s[0]       -0.02                          3
min      in1[20]  s[20]        0.77                          3
Power and IR drop assume default switching activity.
