==> flow/run.sh <==
#!/bin/bash
# OpenROAD 26Q1-2900-gdf79404cd8, Yosys 0.63+post, stock flow scripts
make -C /OpenROAD-flow-scripts/flow DESIGN_CONFIG=/design/flow/config.mk WORK_HOME=/design/flow/orfs finish
==> flow/config.mk <==
export PLATFORM = sky130hd
export DESIGN_NAME = mb8_top
export DESIGN_NICKNAME = mb8_top
export VERILOG_FILES = /design/flow/design.v
export SDC_FILE = /design/flow/constraint.sdc
export NUM_CORES = 4
export LEC_CHECK = 1
export CORE_UTILIZATION = 30
==> flow/constraint.sdc <==
current_design mb8_top

set clk_period 3.8
set clk_io_pct 0.2

create_clock -name clk0 -period $clk_period [get_ports {CLK}]

set non_clock_inputs [all_inputs -no_clocks]
set_input_delay [expr $clk_period * $clk_io_pct] -clock clk0 $non_clock_inputs
set_output_delay [expr $clk_period * $clk_io_pct] -clock clk0 [all_outputs]
==> flow/design.v <==
`timescale 1ns / 1ps
module mb8_td (mx1, my1, CLK, RST, sum1,carry1, mx_reg, my_reg);
parameter WIDTH=8;   
input wire [WIDTH-1:0] mx1;
input wire [WIDTH-1:0] my1;
input wire CLK;
input wire RST;
output reg [(2*WIDTH)-1:0] sum1;
output reg [(2*WIDTH)-1:0] carry1;
output reg [WIDTH-1:0] mx_reg;
output reg [WIDTH-1:0] my_reg;
wire [(2*WIDTH)-1:0] sum;
wire [(2*WIDTH)-1:0] carry;
always@ (posedge CLK)
begin
mx_reg<=mx1;
my_reg<=my1;
sum1<=sum;
carry1<=carry;
end
r4_mb8 uut0 (
		.mx(mx_reg), 
		.my(my_reg),
		.CLK(CLK), 
		.RST(RST), 
		.sum(sum),
		.carry(carry)
	);
endmodule
module r4_mb8 #(parameter WIDTH = 8)(
input signed [WIDTH-1:0] mx,
input signed [WIDTH-1:0] my,
input CLK,
input RST,
output signed [15:0] sum,
output signed [15:0] carry
);
parameter group_cnt=(WIDTH>>1); 
wire [group_cnt - 1:0] s;
wire [group_cnt - 1:0] d;
wire [group_cnt - 1:0] n;
wire [group_cnt - 1:0] nze;
wire [group_cnt - 1:0] pze;
wire [group_cnt - 1:0] e;
wire [WIDTH:0] epp2d[0:group_cnt - 1];
wire [9:0] fpp0;
wire [9:0] fpp1;
wire [9:0] fpp2;
wire [9:0] fpp3;
			booth_encoder b_e0(.x({mx[1], mx[0], 1'b0}), .single(s[0]), .double(d[0]),  .neg(n[0]), .pzero(pze[0]), .nzero(nze[0]));
			booth_encoder b_e1(.x({mx[3], mx[2], mx[1]}), .single(s[1]), .double(d[1]), .neg(n[1]), .pzero(pze[1]), .nzero(nze[1]));
			booth_encoder b_e2(.x({mx[5], mx[4], mx[3]}), .single(s[2]), .double(d[2]), .neg(n[2]), .pzero(pze[2]), .nzero(nze[2]));
	                booth_encoder b_e3(.x({mx[7], mx[6], mx[5]}), .single(s[3]), .double(d[3]), .neg(n[3]), .pzero(pze[3]), .nzero(nze[3]));
genvar i, j;
generate
    for (j = 0; j < group_cnt; j = j + 1) begin: b_selector 
			booth_selector bs(.double(d[j]), .shifted(1'b0), .single(s[j]), .y(my[0]), .neg(n[j]), .p(epp2d[j][0]));
			booth_selector bs0(.double(d[j]), .shifted(my[0]), .single(s[j]), .y(my[1]), .neg(n[j]), .p(epp2d[j][1]));
			booth_selector bs1(.double(d[j]), .shifted(my[1]), .single(s[j]), .y(my[2]), .neg(n[j]), .p(epp2d[j][2]));
			booth_selector bs2(.double(d[j]), .shifted(my[2]), .single(s[j]), .y(my[3]), .neg(n[j]), .p(epp2d[j][3]));
			booth_selector bs3(.double(d[j]), .shifted(my[3]), .single(s[j]), .y(my[4]), .neg(n[j]), .p(epp2d[j][4]));
			booth_selector bs4(.double(d[j]), .shifted(my[4]), .single(s[j]), .y(my[5]), .neg(n[j]), .p(epp2d[j][5]));
			booth_selector bs5(.double(d[j]), .shifted(my[5]), .single(s[j]), .y(my[6]), .neg(n[j]), .p(epp2d[j][6]));
			booth_selector bs6(.double(d[j]), .shifted(my[6]), .single(s[j]), .y(my[7]), .neg(n[j]), .p(epp2d[j][7]));
			booth_selector bs7(.double(d[j]), .shifted(my[7]), .single(s[j]), .y(my[7]), .neg(n[j]), .p(epp2d[j][8]));
end
endgenerate
assign e[0] = nze[0] ? 1'b0:(~(my[WIDTH-1] ^ n[0]) | pze[0]);
assign e[1] = nze[1] ? 1'b0:(~(my[WIDTH-1] ^ n[1]) | pze[1]);
assign e[2] = nze[2] ? 1'b0:(~(my[WIDTH-1] ^ n[2]) | pze[2]);
assign e[3] = nze[3] ? 1'b0:(~(my[WIDTH-1] ^ n[3]) | pze[3]);
assign fpp0 = {~e[0] , epp2d[0]};
assign fpp1 = {e[1] , epp2d[1]};
assign fpp2 = {e[2] , epp2d[2]};
assign fpp3 = {e[3] , epp2d[3]};
wire [15:0] SUM;
wire [14:0] CARRY; 
wire INT_SUM[29:0];
wire INT_CARRY[28:0];
HALF_ADDER HA0(.a(fpp0[0]), .b(n[0]) , .sum(INT_SUM[0]), .cout(INT_CARRY[0]));
assign SUM[0]=INT_SUM[0];
assign CARRY[0]=INT_CARRY[0];
assign INT_SUM[1]=fpp0[1];
assign SUM[1]=INT_SUM[1];
assign CARRY[1]=1'b0;
FULL_ADDER FA0(.a(fpp0[2]), .b(fpp1[0]), .cin(n[1]), .sum(INT_SUM[2]), .cout(INT_CARRY[1]));
assign SUM[2]=INT_SUM[2];
assign CARRY[2]=INT_CARRY[1];
HALF_ADDER HA1(.a(fpp0[3]), .b(fpp1[1]) , .sum(INT_SUM[3]), .cout(INT_CARRY[2]));
assign SUM[3]=INT_SUM[3];
assign CARRY[3]=INT_CARRY[2];
FULL_ADDER FA1(.a(fpp0[4]), .b(fpp1[2]), .cin(fpp2[0]), .sum(INT_SUM[4]), .cout(INT_CARRY[4]));
HALF_ADDER HA2(.a(INT_SUM[4]), .b(n[2]) , .sum(INT_SUM[5]), .cout(INT_CARRY[3]));
assign SUM[4]=INT_SUM[5];
assign CARRY[4]=INT_CARRY[3];
FULL_ADDER FA2(.a(fpp0[5]), .b(fpp1[3]), .cin(fpp2[1]), .sum(INT_SUM[6]), .cout(INT_CARRY[6]));
HALF_ADDER HA3(.a(INT_SUM[6]), .b(INT_CARRY[4]) , .sum(INT_SUM[7]), .cout(INT_CARRY[5]));
assign SUM[5]=INT_SUM[7];
assign CARRY[5]=INT_CARRY[5];
FULL_ADDER FA3(.a(fpp0[6]), .b(fpp1[4]), .cin(fpp2[2]), .sum(INT_SUM[8]), .cout(INT_CARRY[9]));
HALF_ADDER HA4(.a(fpp3[0]), .b(n[3]) , .sum(INT_SUM[9]), .cout(INT_CARRY[8]));
FULL_ADDER FA4(.a(INT_SUM[8]), .b(INT_SUM[9]), .cin(INT_CARRY[6]), .sum(INT_SUM[10]), .cout(INT_CARRY[7]));
assign SUM[6]=INT_SUM[10];
assign CARRY[6]=INT_CARRY[7];
FULL_ADDER FA5(.a(fpp0[7]), .b(fpp1[5]), .cin(fpp2[3]), .sum(INT_SUM[11]), .cout(INT_CARRY[12]));
HALF_ADDER HA5(.a(fpp3[1]), .b(INT_CARRY[8]) , .sum(INT_SUM[12]), .cout(INT_CARRY[11]));
FULL_ADDER FA6(.a(INT_SUM[11]), .b(INT_SUM[12]), .cin(INT_CARRY[9]), .sum(INT_SUM[13]), .cout(INT_CARRY[10]));
assign SUM[7]=INT_SUM[13];
assign CARRY[7]=INT_CARRY[10];
FULL_ADDER FA7(.a(fpp0[8]), .b(fpp1[6]), .cin(fpp2[4]), .sum(INT_SUM[14]), .cout(INT_CARRY[15]));
HALF_ADDER HA6(.a(fpp3[2]), .b(INT_CARRY[11]) , .sum(INT_SUM[15]), .cout(INT_CARRY[14]));
FULL_ADDER FA8(.a(INT_SUM[14]), .b(INT_SUM[15]), .cin(INT_CARRY[12]), .sum(INT_SUM[16]), .cout(INT_CARRY[13]));
assign SUM[8]=INT_SUM[16];
assign CARRY[8]=INT_CARRY[13];
FULL_ADDER FA9(.a(fpp0[9]), .b(fpp1[7]), .cin(fpp2[5]), .sum(INT_SUM[17]), .cout(INT_CARRY[18]));
HALF_ADDER HA7(.a(fpp3[3]), .b(INT_CARRY[14]) , .sum(INT_SUM[18]), .cout(INT_CARRY[17]));
FULL_ADDER FA10(.a(INT_SUM[17]), .b(INT_SUM[18]), .cin(INT_CARRY[15]), .sum(INT_SUM[19]), .cout(INT_CARRY[16]));
assign SUM[9]=INT_SUM[19];
assign CARRY[9]=INT_CARRY[16];
FULL_ADDER FA11(.a(~e[0]), .b(fpp1[8]), .cin(fpp2[6]), .sum(INT_SUM[20]), .cout(INT_CARRY[21]));
HALF_ADDER HA8(.a(fpp3[4]), .b(INT_CARRY[17]) , .sum(INT_SUM[21]), .cout(INT_CARRY[20]));
FULL_ADDER FA12(.a(INT_SUM[20]), .b(INT_SUM[21]), .cin(INT_CARRY[18]), .sum(INT_SUM[22]), .cout(INT_CARRY[19]));
assign SUM[10]=INT_SUM[22];
assign CARRY[10]=INT_CARRY[19];
FULL_ADDER FA13(.a(e[0]), .b(fpp1[9]), .cin(fpp2[7]), .sum(INT_SUM[23]), .cout(INT_CARRY[24]));
HALF_ADDER HA9(.a(fpp3[5]), .b(INT_CARRY[20]) , .sum(INT_SUM[24]), .cout(INT_CARRY[23]));
FULL_ADDER FA14(.a(INT_SUM[23]), .b(INT_SUM[24]), .cin(INT_CARRY[21]), .sum(INT_SUM[25]), .cout(INT_CARRY[22]));
assign SUM[11]=INT_SUM[25];
assign CARRY[11]=INT_CARRY[22];
FULL_ADDER FA15(.a(1'b1), .b(fpp2[8]), .cin(fpp3[6]), .sum(INT_SUM[26]), .cout(INT_CARRY[26]));
FULL_ADDER FA16(.a(INT_SUM[26]), .b(INT_CARRY[23]), .cin(INT_CARRY[24]), .sum(INT_SUM[27]), .cout(INT_CARRY[25]));
assign SUM[12]=INT_SUM[27];
assign CARRY[12]=INT_CARRY[25];
FULL_ADDER FA17(.a(fpp2[9]), .b(fpp3[7]), .cin(INT_CARRY[26]), .sum(INT_SUM[28]), .cout(INT_CARRY[27]));
assign SUM[13]=INT_SUM[28];
assign CARRY[13]=INT_CARRY[27];
HALF_ADDER HA10(.a(1'b1), .b(fpp3[8]), .sum(INT_SUM[29]), .cout(INT_CARRY[28]));
assign SUM[14]  =INT_SUM[29];
assign CARRY[14]=INT_CARRY[28];
assign SUM[15]=fpp3[9];
assign carry={CARRY,1'b0};
assign sum=SUM;
endmodule
module booth_encoder (x, single, double, neg, pzero,nzero);
input [2:0]x;
output single;
output  double;
output neg;
output pzero;
output nzero;
wire w0;
wire w1;
assign single = x[0] ^ x[1];
assign neg = x[2];
assign  w0 = ~(x[1] ^ x[2]);
assign  w1 = (x[0] ^ x[1]);
assign pzero = ~x[0] & ~x[1] & ~x[2];
assign nzero = x[0] & x[1] & x[2];
assign double =~(w0|w1);
endmodule
module booth_selector (double, shifted, single, y, neg, p);
input double;
input shifted;
input single;
input y;
input neg;
output p;
assign  p = (neg ^ ((y & single) | (shifted & double)));
endmodule
module FULL_ADDER ( a, b, cin, sum, cout );
input  a;
input  b;
input  cin;
output sum;
output cout;
   wire TMP;
   assign TMP = a ^ b;
   assign sum = TMP ^ cin;
   assign cout =  ~ (( ~ (TMP & cin)) & ( ~ (a & b)));
endmodule
module HALF_ADDER ( a, b, sum, cout );
input  a;
input  b;
output sum;
output cout;
   assign sum = a ^ b;
   assign cout = a & b;
endmodule
`timescale 1ns / 1ps
module mb8_top (mx1, my1, CLK, RST, sum1,carry1, mx2, my2);
parameter WIDTH=8;   
input wire [WIDTH-1:0] mx1;
input wire [WIDTH-1:0] my1;
input wire CLK;
input wire RST;
output wire[(2*WIDTH)-1:0] sum1;
output wire[(2*WIDTH)-1:0] carry1;
output reg [WIDTH-1:0] mx2;
output reg [WIDTH-1:0] my2;
wire [WIDTH-1:0] mx_reg;
wire [WIDTH-1:0] my_reg;
always@ (posedge CLK)  
begin
mx2<=mx_reg;
my2<=my_reg;
end
	 mb8_td uut (
		.mx1(mx1), 
		.my1(my1),
		.CLK(CLK), 
		.RST(RST),     
		.sum1(sum1),
		.carry1(carry1),
		.mx_reg(mx_reg),
		.my_reg(my_reg)
	);
endmodule
==> flow_summary.ini <==
; physical design summary
[setup_path]
crit-reg2reg-capture = uut.sum1[11]
crit-reg2reg-launch = uut.mx_reg[6]
critPathRequiredTime_ps = 4050
worstSetupPathType = register to register
critPathLaunchType = register
worst-path-max-fanout = 16
timing.reg2reg.worst_path_depth = 13
r2r_setup_slack_ps = 440
end_kind = register
wp_data_arrival_ps = 3600

[floorplanning]
placeable_area_um2 = 9240
x_dimension_of_the_die_um = 99.7
die_height_um = 99.7
chip_area_um2 = 9930
floorplan.core_util_pct = 31.0
top_level_ports = 66
total_number_of_placement_rows = 35

[sta]
period_used_pct = 88.3
finalSetupTns_ps = 0
fmax_mhz = 298
final-hold-violation-count = 0
finalWorstPathRequiredPeriod_ps = 3360
finalHoldWorstSlack_ps = 417
rsz0062_at_grt = false
worst_slew_margin_rel_pct = 61.2
postLayoutSetupSlackWorst_ps = 444
worst_slew_pin_slew_ps = 581
timing.final.max_slew_violations = 0
worst_case_clock_skew_ps = 9.23
setup-violations-final = 0

[min_path]
hold_removal_path_class = register to register
min_to = mx2[2]
worst_hold_path.num_cells = 0
min_delay_startpoint = uut.mx_reg[2]

[route]
routedWlPerCell_um = 12.3
drt-pass1-iter-count = 4
drt_iter0_drc = 160
antenna_violating_nets_post_route = 0
vias = 1980
routed_via_density = 4.36
detail_route.wirelength_mm = 5.57
remaining_drc_errors = 0
diodes = 0

[cts]
ctsHtreeMaxLevel = 3
clock_latency_ps = 340
cts.root.buffer_cell = sky130_fd_sc_hd__clkbuf_8
hold_buffers = 0
cts.repair_timing.setup_buffer_count = 0
clock-sinks = 62
cts_inserted_buffers = 9
clock_path_buffers = 2
clkTransAtPathRegs_ps = 70
cts-resized-gates = 0
cts_tree = built

[yosys]
synthesis.area_um2 = 2860
number_of_enable_flip_flop_cells = 0
top_cell_type_by_total_area_after_synthesis = sky130_fd_sc_hd__dfxtp_1
synth_warnings = 3
synth-seq-cells = 62
ys_types = 39
synthFlopType = sky130_fd_sc_hd__dfxtp_1
top_cell_area_share_pct = 43.4
post_synth.cell_area_avg_um2 = 10.8
synth_cells = 265
synth-seq-area-share_pct = 43.4
yosysChipArea_um2 = 2860
synth_stat.cells = 265
synthArstFlopShare_pct = 0
top_area_cell_types = sky130_fd_sc_hd__dfxtp_1, sky130_fd_sc_hd__fa_1, sky130_fd_sc_hd__ha_1

[status]
status = complete, no violations

[placed_design]
routabilityCongestion = 0.813
placedCellCount = 438
place_area_um2 = 3540
placement.io_buffers = 62
dp_worst_setup_slack_ps = 476
detailed_place_hpwl_mm = 3.92

[cells_and_area]
area_delta_synth_final_pct = 31.7
most_frequent_cells_in_the_layout = sky130_fd_sc_hd__clkdlybuf4s50_1, sky130_fd_sc_hd__dfxtp_1, sky130_fd_sc_hd__inv_1, sky130_fd_sc_hd__ha_1, sky130_fd_sc_hd__fa_1
largest-register = uut.sum1
design_area_um2 = 3770
max_ffs_per_register = 16
drive_gt1_share_pct = 9.54
reg_top3 = uut.sum1 x16, uut.carry1 x14
final-instance-count-excl-fill = 454

[pwr]
total_leakage_power_nw = 1.57
irDropWorstVdd_uv = 262
p_per_cell_area_nw_per_um2 = 512

[grt]
antenna_found_initial = 0
grt_pass1_wl_mm = 9.33
grtUsageMet3_pct = 3.86
grt-busiest-layer = met1
globalRouteOverflowTotal = 0
grt_usage_pct = 12.2
use_met1_pct = 19.4
grt_util_met2_pct = 16.9
pin_count_of_the_biggest_net_entering_global_routing = 22
grt_pass1_vias = 1921

[run]
tool_warnings = 29
cap_violations = 0
## layout make-up
cell class	instances	area [µm²]
Multi-Input combinational cell	158	1400
Timing Repair Buffer	65	643
Sequential cell	62	1240
Inverter	24	90.1
Tap cell	129	161
Clock buffer	13	169
Clock inverter	3	65.1
Fill cell	882	5470
## report_power, final
part	total (mW)	switching (mW)	internal (mW)
combinational	0.451	0.159	0.293
sequential	0.823	0.0546	0.769
clock	0.656	0.234	0.422
## critical path, stage by stage, from the launching register on
cell and delay, ps:
sky130_fd_sc_hd__dfxtp_1 410, sky130_fd_sc_hd__inv_1 60, sky130_fd_sc_hd__ha_1 590, sky130_fd_sc_hd__and2b_1 240, sky130_fd_sc_hd__a211oi_1 210, sky130_fd_sc_hd__a221oi_1 90
sky130_fd_sc_hd__ha_1 240, sky130_fd_sc_hd__ha_1 190, sky130_fd_sc_hd__ha_1 190, sky130_fd_sc_hd__ha_1 180, sky130_fd_sc_hd__ha_1 270, sky130_fd_sc_hd__inv_1 50
sky130_fd_sc_hd__fa_1 490, sky130_fd_sc_hd__inv_1 40
## kinds of logic (layout without fill, tap and decap cells)
kind of cell | after synthesis | count (layout) | share of synthesized area [%]
xor gates and xnor gates | 17 | 17 | 5.20
other | 1 | 2 | 0.131
buffers and inverters | 46 | 105 | 7.83
AOI/OAI and AO/OA | 63 | 63 | 14.8
adders and majority gates | 33 | 33 | 18.6
DFF | 62 | 62 | 43.4
muxes | 9 | 9 | 3.63
and+or+nand+nor | 34 | 34 | 6.43
## metal layers
| layer | wire, µm | vias to the layer above |
|---|---|---|
| met4 | 50 | 0 |
| met2 | 2400 | 68 |
| met3 | 353 | 4 |
| met5 | 0 | - |
| li1 | - | 1000 |
| met1 | 2760 | 908 |
## stage by stage
step | power, mW | utilization, %
finish | 1.93 | 40.8
global route | 2.06 | 40.8
CTS | 1.97 | 40.8
detailed placement | 1.30 | 38.3
global placement | 1.29 | 38.3
floorplan | 1.02 | -
## Yosys cell counts, types with 3 or more instances
cell	instances
sky130_fd_sc_hd__a21oi_1	12
sky130_fd_sc_hd__a221oi_1	8
sky130_fd_sc_hd__o21ai_0	8
sky130_fd_sc_hd__buf_4	3
sky130_fd_sc_hd__buf_6	3
sky130_fd_sc_hd__and2b_1	5
sky130_fd_sc_hd__ha_1	17
sky130_fd_sc_hd__fa_1	16
sky130_fd_sc_hd__a211oi_1	14
sky130_fd_sc_hd__nand2_1	8
sky130_fd_sc_hd__xor2_1	12
sky130_fd_sc_hd__nor2_1	8
sky130_fd_sc_hd__dfxtp_1	62
sky130_fd_sc_hd__nor2b_1	4
sky130_fd_sc_hd__buf_2	13
sky130_fd_sc_hd__inv_1	23
sky130_fd_sc_hd__o21ai_1	6
sky130_fd_sc_hd__xnor2_1	5
sky130_fd_sc_hd__o31ai_1	3
sky130_fd_sc_hd__mux2_2	7
sky130_fd_sc_hd__a22oi_1	6
## worst max-delay path by stage
stage                 start      endpoint  slack, ps  depth (start not counted)
CTS           uut.mx_reg[6]  uut.sum1[11]        440                         13
global route  uut.mx_reg[6]  uut.sum1[11]        150                         13
finish        uut.mx_reg[6]  uut.sum1[11]        440                         13
No activity file was given, so power comes from the tool's default toggle rates.
